==> flow/design.v <==
module dealcard(input logic clock, input resetb, output logic [3:0] new_card);
logic [3:0] dealer_card;
always_ff @(posedge clock)
  if (resetb == 0)
     dealer_card <= 1;  
  else
     if (dealer_card == 13)
	     dealer_card <= 1;
	  else 
	     dealer_card++;
assign new_card = dealer_card;
endmodule
==> flow/run.sh <==
#!/bin/bash
# OpenROAD 26Q1-2900-gdf79404cd8, Yosys 0.63+post, stock flow scripts
make -C /OpenROAD-flow-scripts/flow DESIGN_CONFIG=/design/flow/config.mk WORK_HOME=/design/flow/orfs finish
==> flow/config.mk <==
export PLATFORM = sky130hd
export DESIGN_NAME = dealcard
export DESIGN_NICKNAME = dealcard
export VERILOG_FILES = /design/flow/design.v
export SDC_FILE = /design/flow/constraint.sdc
export NUM_CORES = 4
export LEC_CHECK = 1
export CORE_AREA = 10 10 70 70
export DIE_AREA = 0 0 80 80
==> flow/constraint.sdc <==
current_design dealcard

set clk_period 1.0
set clk_io_pct 0.2

create_clock -name clk0 -period $clk_period [get_ports {clock}]

set non_clock_inputs [all_inputs -no_clocks]
set_input_delay [expr $clk_period * $clk_io_pct] -clock clk0 $non_clock_inputs
set_output_delay [expr $clk_period * $clk_io_pct] -clock clk0 [all_outputs]
==> results.txt <==
Syn Inst Count: 19
Internal: 0.3805 mW
Top reg by flops: dealer_card
WHS Path Cells: 2
Commonest cells post-synth: 4 x dfxtp_1, 2 x ha_1, 2 x inv_1, 2 x nand3_1
Wl on met1: 241 microns
Cell taking the most area after synthesis: dfxtp_1
OpenROAD warning count: 28
Hold Crit Start: dealer_card[0]$_SDFF_PP1_
Routed wl met3: 81 microns
Most frequent cell after synthesis: dfxtp_1
GPL Wtd Cong: 0.6350
Setup skew after layout: 3.675 ps
DR pass1 iterations: 3
Cell area after layout: 372.9 sq um
Max-capacitance violation count: 0
CP endpoint kind: flip-flop
Min-Delay Path Class: reg2reg
Hold Crit Endpoint: dealer_card[0]$_SDFF_PP1_
Adders+Majority by Area: 13.79%
Post-synth EDFFs: 0
Overall Global Routing Usage: 1.877%
Worst R2R Setup Slack: -20 ps
Drt total wl: 518 microns
Die area: 6400 sq um
Total core area: 3416 sq um
Largest net degree at the start of global routing: 5
Grt total ovfl: 0
Initial antenna violation count: 0
Cts hold-fix bufs: 0
Cell total in the yosys stat output: 19
Drt drc: 0
Pleak: 0.1357 nW
Crit path arrival time: 1200 ps
AO/OA Area Share: 14.48%
Xor/xnor share: 0%
RR Startpoint: dealer_card[0]$_SDFF_PP1_
Switch share: 26.07%
Pwr dens: 1380 nW/um^2
Global-route wire length before repair: 917 microns
Final Hold Vio Count: 0
Crit-path most repeated cell: buf_6
CP startpoint kind: flip-flop
H-tree depth: 1
Clk buf depth: 2
Top_reg_cell synth: dfxtp_1
Slew margin rel.: 92.17%
Failing checks: negative setup slack
Fraction of layout cells with a size suffix above 1: 50.00%
Reg power frac: 36.1%
Main logic family: simple AND/OR/NAND/NOR gates
Antenna fix cells: 0
Crit-path max FO: 3
Worst reg2reg path endpoint: dealer_card[2]$_SDFF_PP0_
Req. time, crit path: 1180 ps
Drt wl/cell: 6.641 microns
Clock sinks: 4
Synth area leaders: dfxtp_1 44%, ha_1 14%, mux2i_1 5.5%, nand3_1 5.5%, a21oi_2 4.8%
Unique cell types: 13
CP max-delay cell: dfxtp_2
Final Worst Setup Slack: -20.03 ps
Outcome: finished with violations
# IOs: 6
Layout Cells excl Fill: 78
Vias/cell: 2.372
Inserted Clock Buffers: 3
Top Registers: dealer_card x4
Yosys Warn Count: 1
PnR Total Power: 0.5147 mW
R2R cell count: 6
Register area share after synthesis: 44.14%
Number of global-route vias before repair: 212
Min Tclk post-route: 1020 ps
Root Driver: clkbuf_4
CP Class: reg2reg
Row count: 21
Post-route core utilization: 10.92%
Area after DPL: 319.1 sq um
Simple share: 17.93%
Mux cell area share: 5.517%
Fin crit share: 102.0%
Worst-path clk slew: 40 ps
Init Core Util: 5.311%
FF+latch count, synth: 4
DR top layer: met4
Fmax: 0.9804 GHz
Unrepaired setup endpoints after global routing: true
Post-synth ARST share: 0%
Mapped cell area: 181.4 sq um
Port buffer count: 5
Initial DRC count: 1
Crit-path cells: buf_6, buf_6, ha_4, a21oi_2, mux2i_1, nor2b_1
Max FFs per register: 4
Metal2 WL: 180 microns
Via count: 185
Slew Viols, Final: 0
Clk latency late pin: 250 ps
Area Growth Syn to Fin: 105.5%
Peak supply drop: 0.5573 mV
Die width: 80 microns
Yosys chip area: 181.4 sq um
Switch Pwr: 0.1342 mW
Max-area cell share: 44.14%
Die height: 80 microns
Final setup vio count: 1
Worst stage delay on the critical path: 310 ps
Clock share of power: 40.9%
DP Cell Count: 74
Routed Antenna Nets: 0
Clock tree from TritonCTS: done
Gate power share: 23.0%
Worst slew pin tran: 114.2 ps
Avg Synthesized Cell Area: 9.549 sq um
-- power by group through the flow --
stage         registers [mW]  clock network [mW]  logic (mW)
finish                 0.186               0.211       0.118
global route           0.187               0.221       0.136
CTS                    0.186               0.212       0.121
-- critical path: cells and delay by family (launching register included) --
| kind | cells | cell delay (ps) |
|---|---|---|
| multiplexers | 1 | 70 |
| adder cells (fa/ha/maj) | 1 | 150 |
| flip-flops | 1 | 310 |
| AND-OR/OR-AND | 1 | 90 |
| AND/OR/NAND/NOR | 1 | 100 |
| buffers and inverters | 2 | 220 |
-- final cells by class --
| cell class | count | area (sq um) |
|---|---|---|
| inverter | 2 | 7.507 |
| clock buffer | 3 | 22.52 |
| tap | 46 | 57.56 |
| fill | 408 | 3043 |
| multi-input combinational | 13 | 112.6 |
| timing repair buffer | 10 | 88.84 |
| sequential | 4 | 83.83 |
-- metal layers --
metal / global-route usage (%) / up-vias
met4: 0.5282 / 0
li1: - / 92
met2: 2.488 / 9
met3: 1.932 / 5
met5: 0 / -
met1: 1.997 / 79
-- through the flow --
step	hold WS, ps	setup slack [ps]	setup TNS, ps
floorplan	285.2	30.90	0
global placement	407.0	-32.09	-54.10
detailed placement	419.1	-51.26	-132.4
CTS	523.1	-21.65	-22.28
global route	534.8	-84.98	-180.7
finish	512.1	-20.03	-20.03
-- kinds of logic after synthesis --
| family | Yosys count |
|---|---|
| adder cells (fa/ha/maj) | 2 |
| multiplexers | 1 |
| AND/OR/NAND/NOR | 6 |
| AND-OR/OR-AND | 4 |
| buffers and inverters | 2 |
| flip-flops | 4 |
-- worst max path at each step --
stage,from,to,cells after the start,slack (ps)
final,dealer_card[0]$_SDFF_PP1_,dealer_card[2]$_SDFF_PP0_,6,-20
after CTS,dealer_card[0]$_SDFF_PP1_,dealer_card[2]$_SDFF_PP0_,6,-20
after global routing,dealer_card[0]$_SDFF_PP1_,dealer_card[2]$_SDFF_PP0_,6,-80
-- repair_timing --
item / 4_1_cts / 5_1_grt
buffers inserted: 1 / 0
endpoints found under the setup margin: 5 / 5
gates resized: 16 / 1
pin swaps: 1 / 1
-- cell usage in the layout (no fill, tap or decap), types with 2 or more instances in the layout --
cell type	instances
nand3_1	2
buf_6	2
dfxtp_2	3
inv_1	2
buf_4	3
clkbuf_4	3
a21oi_2	2
clkdlybuf4s15_1	2
Power figures rest on the tool's default switching activity, not on a simulated workload.
